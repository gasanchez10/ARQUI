==> flow/design.v <==
module SC_STATEMACHINE #(parameter DATAWIDTH_DECODER_SELECTION=3, parameter DATAWIDTH_MUX_SELECTION=3, parameter DATAWIDTH_ALU_SELECTION=4,  parameter DATAWIDTH_REGSHIFTER_SELECTION=2 ) (
	SC_STATEMACHINE_DecoderSelectionWrite_Out,
	SC_STATEMACHINE_MUXSelectionBUSA_Out,
	SC_STATEMACHINE_MUXSelectionBUSB_Out,
	SC_STATEMACHINE_ALUSelection_Out,
	SC_STATEMACHINE_RegSHIFTERLoad_OutLow,
	SC_STATEMACHINE_RegSHIFTERShiftSelection_OutLow,
	SC_STATEMACHINE_CLOCK_50,
	SC_STATEMACHINE_Reset_InHigh,
	SC_STATEMACHINE_Overflow_InLow,
	SC_STATEMACHINE_Carry_InLow,
	SC_STATEMACHINE_Negative_InLow,
	SC_STATEMACHINE_Zero_InLow
);	
	localparam State_RESET_0									= 0;
	localparam State_START_0									= 1;
	localparam State_ABS_RegGEN3_RegFIX0_0					= 2;
	localparam State_ABS_RegGEN3_RegFIX0_1					= 3;
	localparam State_ABS_RegGEN3_RegFIX0_2					= 4;
	localparam State_ABS_RegGEN3_RegFIX0_3					= 5;
	localparam State_ABS_RegGEN3_RegFIX0_4					= 6;
	localparam State_ABS_RegGEN3_RegFIX0_5					= 7;
	localparam State_ABS_RegGEN3_RegFIX0_6					= 8;
	localparam State_ABS_RegGEN3_RegFIX0_7					= 9;	
	localparam State_ABS_RegGEN3_RegFIX0_8					= 10;		
	localparam State_END_0										= 11;
	output reg	[DATAWIDTH_DECODER_SELECTION-1:0] SC_STATEMACHINE_DecoderSelectionWrite_Out;
	output reg	[DATAWIDTH_MUX_SELECTION-1:0] SC_STATEMACHINE_MUXSelectionBUSA_Out;
	output reg	[DATAWIDTH_MUX_SELECTION-1:0] SC_STATEMACHINE_MUXSelectionBUSB_Out;
	output reg	[DATAWIDTH_ALU_SELECTION-1:0] SC_STATEMACHINE_ALUSelection_Out;
	output reg	SC_STATEMACHINE_RegSHIFTERLoad_OutLow;
	output reg	[DATAWIDTH_REGSHIFTER_SELECTION-1:0] SC_STATEMACHINE_RegSHIFTERShiftSelection_OutLow;
	input			SC_STATEMACHINE_CLOCK_50;
	input			SC_STATEMACHINE_Reset_InHigh;
	input			SC_STATEMACHINE_Overflow_InLow;	
	input			SC_STATEMACHINE_Carry_InLow;	
	input			SC_STATEMACHINE_Negative_InLow;	
	input			SC_STATEMACHINE_Zero_InLow;		
	reg [7:0] State_Register;
	reg [7:0] State_Signal;
	always @(*)
	case (State_Register)
		State_RESET_0: State_Signal = State_START_0;
		State_START_0: State_Signal = State_ABS_RegGEN3_RegFIX0_0;
		State_ABS_RegGEN3_RegFIX0_0: if (SC_STATEMACHINE_Negative_InLow == 1) State_Signal = State_ABS_RegGEN3_RegFIX0_6;
							else State_Signal = State_ABS_RegGEN3_RegFIX0_1;
		State_ABS_RegGEN3_RegFIX0_1: State_Signal = State_ABS_RegGEN3_RegFIX0_2;
		State_ABS_RegGEN3_RegFIX0_2: State_Signal = State_ABS_RegGEN3_RegFIX0_3;
		State_ABS_RegGEN3_RegFIX0_3: State_Signal = State_ABS_RegGEN3_RegFIX0_4;		
		State_ABS_RegGEN3_RegFIX0_4: State_Signal = State_ABS_RegGEN3_RegFIX0_5;				
		State_ABS_RegGEN3_RegFIX0_5: State_Signal = State_ABS_RegGEN3_RegFIX0_8;		
		State_ABS_RegGEN3_RegFIX0_6: State_Signal = State_ABS_RegGEN3_RegFIX0_7;		
		State_ABS_RegGEN3_RegFIX0_7: State_Signal = State_ABS_RegGEN3_RegFIX0_8;		
		State_ABS_RegGEN3_RegFIX0_8: State_Signal = State_END_0;
		State_END_0: State_Signal = State_END_0;
		default : State_Signal = State_RESET_0;
	endcase
	always @ ( posedge SC_STATEMACHINE_CLOCK_50 , posedge SC_STATEMACHINE_Reset_InHigh)
	if (SC_STATEMACHINE_Reset_InHigh==1)
		State_Register <= State_RESET_0;
	else
		State_Register <= State_Signal;
	always @ (*)
	case (State_Register)
	State_RESET_0 :	
		begin	
			SC_STATEMACHINE_DecoderSelectionWrite_Out = 3'b111;	
			SC_STATEMACHINE_MUXSelectionBUSA_Out = 3'b111;				
			SC_STATEMACHINE_MUXSelectionBUSB_Out = 3'b111;				
			SC_STATEMACHINE_ALUSelection_Out = 4'b1111;
			SC_STATEMACHINE_RegSHIFTERLoad_OutLow = 1;						
			SC_STATEMACHINE_RegSHIFTERShiftSelection_OutLow = 2'b11;		
		end
	State_START_0 :	
		begin	
			SC_STATEMACHINE_DecoderSelectionWrite_Out = 3'b111;	
			SC_STATEMACHINE_MUXSelectionBUSA_Out = 3'b111;				
			SC_STATEMACHINE_MUXSelectionBUSB_Out = 3'b111;				
			SC_STATEMACHINE_ALUSelection_Out = 4'b1111;
			SC_STATEMACHINE_RegSHIFTERLoad_OutLow = 1;						
			SC_STATEMACHINE_RegSHIFTERShiftSelection_OutLow = 2'b11;		
		end
	State_ABS_RegGEN3_RegFIX0_0 :	
		begin	
			SC_STATEMACHINE_DecoderSelectionWrite_Out = 3'b111;	
			SC_STATEMACHINE_MUXSelectionBUSA_Out = 3'b100;				 
			SC_STATEMACHINE_MUXSelectionBUSB_Out = 3'b111;				
			SC_STATEMACHINE_ALUSelection_Out = 4'b0000;					 
			SC_STATEMACHINE_RegSHIFTERLoad_OutLow = 1;						
			SC_STATEMACHINE_RegSHIFTERShiftSelection_OutLow = 2'b11;		
		end		
	State_ABS_RegGEN3_RegFIX0_1 :	
		begin	
			SC_STATEMACHINE_DecoderSelectionWrite_Out = 3'b111;	
			SC_STATEMACHINE_MUXSelectionBUSA_Out = 3'b100;				 
			SC_STATEMACHINE_MUXSelectionBUSB_Out = 3'b111;				
			SC_STATEMACHINE_ALUSelection_Out = 4'b0011;					 
			SC_STATEMACHINE_RegSHIFTERLoad_OutLow = 1;						
			SC_STATEMACHINE_RegSHIFTERShiftSelection_OutLow = 2'b11;		
		end				
	State_ABS_RegGEN3_RegFIX0_2 :	
		begin	
			SC_STATEMACHINE_DecoderSelectionWrite_Out = 3'b111;	
			SC_STATEMACHINE_MUXSelectionBUSA_Out = 3'b100;				 
			SC_STATEMACHINE_MUXSelectionBUSB_Out = 3'b111;				 
			SC_STATEMACHINE_ALUSelection_Out = 4'b0011;					
			SC_STATEMACHINE_RegSHIFTERLoad_OutLow = 0;					 
			SC_STATEMACHINE_RegSHIFTERShiftSelection_OutLow = 2'b11;		
		end				
	State_ABS_RegGEN3_RegFIX0_3 :	
		begin	
			SC_STATEMACHINE_DecoderSelectionWrite_Out = 3'b011;	 
			SC_STATEMACHINE_MUXSelectionBUSA_Out = 3'b111;				
			SC_STATEMACHINE_MUXSelectionBUSB_Out = 3'b111;				
			SC_STATEMACHINE_ALUSelection_Out = 4'b1111;
			SC_STATEMACHINE_RegSHIFTERLoad_OutLow = 1;						
			SC_STATEMACHINE_RegSHIFTERShiftSelection_OutLow = 2'b11;		
		end		
	State_ABS_RegGEN3_RegFIX0_4 :	
		begin	
			SC_STATEMACHINE_DecoderSelectionWrite_Out = 3'b111;	
			SC_STATEMACHINE_MUXSelectionBUSA_Out = 3'b011;				 
			SC_STATEMACHINE_MUXSelectionBUSB_Out = 3'b111;				
			SC_STATEMACHINE_ALUSelection_Out = 4'b1010;					 
			SC_STATEMACHINE_RegSHIFTERLoad_OutLow = 1;						
			SC_STATEMACHINE_RegSHIFTERShiftSelection_OutLow = 2'b11;		
		end				
	State_ABS_RegGEN3_RegFIX0_5 :	
		begin	
			SC_STATEMACHINE_DecoderSelectionWrite_Out = 3'b111;	
			SC_STATEMACHINE_MUXSelectionBUSA_Out = 3'b011;				 
			SC_STATEMACHINE_MUXSelectionBUSB_Out = 3'b111;				 
			SC_STATEMACHINE_ALUSelection_Out = 4'b1010;			
			SC_STATEMACHINE_RegSHIFTERLoad_OutLow = 0;					 
			SC_STATEMACHINE_RegSHIFTERShiftSelection_OutLow = 2'b11;		
		end				
	State_ABS_RegGEN3_RegFIX0_6 :	
		begin	
			SC_STATEMACHINE_DecoderSelectionWrite_Out = 3'b111;	
			SC_STATEMACHINE_MUXSelectionBUSA_Out = 3'b100;				 
			SC_STATEMACHINE_MUXSelectionBUSB_Out = 3'b111;				
			SC_STATEMACHINE_ALUSelection_Out = 4'b0000;					 
			SC_STATEMACHINE_RegSHIFTERLoad_OutLow = 1;						
			SC_STATEMACHINE_RegSHIFTERShiftSelection_OutLow = 2'b11;		
		end		
	State_ABS_RegGEN3_RegFIX0_7 :	
		begin	
			SC_STATEMACHINE_DecoderSelectionWrite_Out = 3'b111;	
			SC_STATEMACHINE_MUXSelectionBUSA_Out = 3'b100;				 
			SC_STATEMACHINE_MUXSelectionBUSB_Out = 3'b111;				
			SC_STATEMACHINE_ALUSelection_Out = 4'b0000;					 
			SC_STATEMACHINE_RegSHIFTERLoad_OutLow = 0;					 
			SC_STATEMACHINE_RegSHIFTERShiftSelection_OutLow = 2'b11;		
		end						
	State_ABS_RegGEN3_RegFIX0_8 :	
		begin	
			SC_STATEMACHINE_DecoderSelectionWrite_Out = 3'b011;	 
			SC_STATEMACHINE_MUXSelectionBUSA_Out = 3'b111;				
			SC_STATEMACHINE_MUXSelectionBUSB_Out = 3'b111;				
			SC_STATEMACHINE_ALUSelection_Out = 4'b1111;
			SC_STATEMACHINE_RegSHIFTERLoad_OutLow = 1;						
			SC_STATEMACHINE_RegSHIFTERShiftSelection_OutLow = 2'b11;		
		end		
	State_END_0 :	
		begin	
			SC_STATEMACHINE_DecoderSelectionWrite_Out = 3'b111;	
			SC_STATEMACHINE_MUXSelectionBUSA_Out = 3'b111;				
			SC_STATEMACHINE_MUXSelectionBUSB_Out = 3'b111;				
			SC_STATEMACHINE_ALUSelection_Out = 4'b1111;
			SC_STATEMACHINE_RegSHIFTERLoad_OutLow = 1;						
			SC_STATEMACHINE_RegSHIFTERShiftSelection_OutLow = 2'b11;		
		end	
	default:	
		begin	
			SC_STATEMACHINE_DecoderSelectionWrite_Out = 3'b111;
			SC_STATEMACHINE_MUXSelectionBUSA_Out = 3'b111;
			SC_STATEMACHINE_MUXSelectionBUSB_Out = 3'b111;
			SC_STATEMACHINE_ALUSelection_Out = 4'b1111;
			SC_STATEMACHINE_RegSHIFTERLoad_OutLow = 1;
			SC_STATEMACHINE_RegSHIFTERShiftSelection_OutLow = 2'b11;
		end
endcase
endmodule
==> flow/run.sh <==
#!/bin/bash
# OpenROAD 26Q1-2900-gdf79404cd8, Yosys 0.63+post, stock flow scripts
make -C /OpenROAD-flow-scripts/flow DESIGN_CONFIG=/design/flow/config.mk WORK_HOME=/design/flow/orfs finish
==> flow/config.mk <==
export PLATFORM = sky130hd
export DESIGN_NAME = SC_STATEMACHINE
export DESIGN_NICKNAME = SC_STATEMACHINE
export VERILOG_FILES = /design/flow/design.v
export SDC_FILE = /design/flow/constraint.sdc
export NUM_CORES = 4
export LEC_CHECK = 1
export CORE_AREA = 10 10 70 70
export DIE_AREA = 0 0 80 80
==> flow/constraint.sdc <==
current_design SC_STATEMACHINE

set clk_period 2.3
set clk_io_pct 0.2

create_clock -name clk0 -period $clk_period [get_ports {SC_STATEMACHINE_CLOCK_50}]

set non_clock_inputs [all_inputs -no_clocks]
set_input_delay [expr $clk_period * $clk_io_pct] -clock clk0 $non_clock_inputs
set_output_delay [expr $clk_period * $clk_io_pct] -clock clk0 [all_outputs]
==> reports/qor.csv <==
metric,value,unit
post-synthesis register bit count,4,
max reg flops,4,
dpl cells,110,
vias per inst,3.45,
unrepaired setup endpoints after global routing,yes,
CP Class,flop to output pin,
Comb pwr share,71.9,%
total negative setup slack,0,ns
Peak VDD IR,0.000280,V
number of global-route vias before repair,358,
layout cells sized above 1,25.4,%
CTS buffer count,3,
Worst EP arrival,1.75,ns
# Cells Yosys,56,
CTS tree,yes,
DRC,0,
PD cells,1370,nW/um^2
distinct cell type count after synthesis,28,
CTS sink cnt,4,
Initial Util,14.2,%
Placer Congestion,0.785,
dpl hpwl,791,um
number of port buffers,11,
DIE AREA,6400,sq um
Syn Area/Cell,8.65,sq um
# IOs,22,
top-count cell post-synth,buf_4,
Iter 0 DRT Violations,21,
final wirelength,974,um
Tot Pwr,0.887,mW
YS chip area,484,sq um
sequential share of power,18.5,%
Largest regs,State_Register x4,
Worst Hold Class,input port to asynchronous set/reset pin,
part of the power in the clock network,9.6,%
P&R area growth vs syn,33.3,%
count of library flops with an enable pin,0,
register area share after synthesis,20.7,%
Finished Layout Cells,113,
CP required,1.84,ns
Synth Instances,56,
max cap viols,0,
net switching power,0.343,mW
Tool Warnings,33,
YS warnings,1,
Setup crit start kind,flop,
core area,3420,sq um
Routed WL per cell,8.62,um
count of final setup violators,0,
Cell Int Power,0.545,mW
Largest Register,State_Register,
CP max stage delay,0.41,ns
Cell area leaders,"dfrtp_1, buf_4, ha_1, a22oi_1, buf_6",
crit-path leading delay family,buffers and inverters,
number of setup buffers added after CTS,0,
n_diodes,0,
Fmax,0.452,GHz
period utilization,96.2,%
area of the mapped netlist,484,sq um
CP Max Fanout,7,
die width,80,um
H-tree depth,1,
critical-path cell list,"inv_2, ha_2, nand2b_1, a21o_1, and2_1, clkdlybuf4s50_1",
Final Hold Vio Count,0,
Critical-path top delay cell,dfrtp_1,
outcome,"complete, no violations",
clock tree buffer depth,2,
Setup crit end kind,output pin,
final core occ,18.9,%
Rows,21,
largest net degree at the start of global routing,14,
Root Driver,clkbuf_4,
global-route wire length before repair,1430,um
clk_skew,0.000727,ns
Worst-Skew Late Latency,0.23,ns
Net Sw Frac,38.6,%
largest area contributor in the netlist,dfrtp_1,
hold_buf cts,0,
grt total ovfl,0,
Synth Flop Type,dfrtp_1,
Area leader share,20.7,%
Max Slew Vio Count,0,
DRT Pass-1 Iters,2,
Via Count,390,
Buffers & Inverters on Critical Path,2,
number of antenna violations at the first check in global routing,0,
die span in y,80,um
commonest cells in the netlist,"buf_4, ha_1, inv_1",
final critical-path required period,2.21,ns
"Clk pin slew, worst setup/hold paths",0.04,ns
GR Util All Layers,2.64,%
Leak,0.270,nW
DRT antenna net count,0,
ys async rst share,100,%
[logic make-up after synthesis]
group / count (synthesis) / share of synthesized area [%]
buffers and inverters: 17 / 23.3
AND-OR/OR-AND: 14 / 23.0
AND/OR/NAND/NOR: 13 / 15.2
adder cells (fa/ha/maj): 5 / 12.9
flip-flops: 4 / 20.7
multiplexers: 2 / 4.13
other: 1 / 0.774
[repair_timing]
action                     4_1_cts  5_1_grt
resized                          1        7
hold endpoints to repair         0        0
setup endpoints to repair        3        5
[path summary, 6_finish.rpt]
path | from | end | slack (ns) | cells after the start
worst min register to register | State_Register[3] | State_Register[1] | 0.73 | 1
worst max register to register | State_Register[1] | State_Register[3] | 1.00 | 4
max in group asynchronous | SC_STATEMACHINE_Reset_InHigh | State_Register[3] | 1.75 | 2
min in group clk0 | State_Register[3] | State_Register[1] | 0.73 | 1
worst min-delay path | SC_STATEMACHINE_Reset_InHigh | State_Register[2] | 0.40 | 2
worst max-delay path | State_Register[0] | SC_STATEMACHINE_ALUSelection_Out[0] | 0.09 | 6
[final cells by class]
type	count	area (sq um)
fill	382	2770
multi-input combinational	41	315
timing repair buffer	13	128
sequential	4	100
tap	46	57.6
clock buffer	3	22.5
inverter	6	22.5
[cells in the final DEF, fill, tap and decap left out, drive strengths merged, types with 2 or more instances in the layout]
cell / Yosys / routed
a21oi: 3 / 3
a22oi: 3 / 3
a2bb2oi: 2 / 2
buf: 11 / 2
clkbuf: 0 / 3
clkdlybuf4s50: 0 / 10
conb: 1 / 7
dfrtp: 4 / 4
ha: 5 / 5
inv: 6 / 6
mux2i: 2 / 2
nand2: 2 / 2
nand2b: 2 / 2
nor2: 4 / 4
[per-stage QoR]
step	instance area (sq um)	hold WS, ns	worst slack (ns)
floorplan	507	0.226	0.700
global placement	599	0.654	0.217
detailed placement	599	0.653	0.211
CTS	626	0.399	0.00836
global route	646	0.416	-0.0269
finish	646	0.404	0.0870
[worst register-to-register path: stages, from the launching register on]
cell and delay (ns):
dfrtp_1 0.38, buf_4 0.16, ha_2 0.21, o32ai_1 0.28, a31oi_1 0.14
[power groups by stage]
stage	Combinational, mW	Clock (mW)	Sequential (mW)
final	0.638	0.0851	0.164
after CTS	0.617	0.0914	0.161
after global routing	0.704	0.0952	0.172
[routing by layer]
metal | wire (um) | up-vias | share of wire, % | GRT usage (%)
met5 | 0 | - | 0 | 0
met4 | 7 | 0 | 0.72 | 0.704
met3 | 118 | 2 | 12 | 1.14
met2 | 365 | 16 | 37 | 4.01
met1 | 482 | 177 | 49 | 3.34
li1 | - | 195 | - | -
No activity file was given, so power comes from the tool's default toggle rates.
